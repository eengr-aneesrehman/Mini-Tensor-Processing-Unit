$ cat /design/flow/config.mk
export PLATFORM = sky130hd
export DESIGN_NAME = toy_TPU
export DESIGN_NICKNAME = toy_TPU
export VERILOG_FILES = /design/flow/design.v
export SDC_FILE = /design/flow/constraint.sdc
export NUM_CORES = 4
export LEC_CHECK = 1
export CORE_UTILIZATION = 30
$ cat /design/flow/constraint.sdc
current_design toy_TPU

set clk_period 16.5
set clk_io_pct 0.2

create_clock -name clk0 -period $clk_period [get_ports {clk}]

set non_clock_inputs [all_inputs -no_clocks]
set_input_delay [expr $clk_period * $clk_io_pct] -clock clk0 $non_clock_inputs
set_output_delay [expr $clk_period * $clk_io_pct] -clock clk0 [all_outputs]
$ cat /design/flow/design.v
module MAC 
#(
    parameter bit_width = 8
)(
    input logic clk,
    input logic rst,
    input logic ld_w,
    input logic  [bit_width-1:0] a_in,
    input logic  [bit_width-1:0] w_in,
    input logic  [(bit_width*3)-1:0] psum_in,
    output logic [bit_width-1:0] a_out,
    output logic [(bit_width*3)-1:0] psum_out
);
    logic [bit_width-1:0] w_reg;
    logic [bit_width-1:0] a_out_reg,a_out_next;
    logic [(bit_width*3)-1:0] psum_out_reg,psum_out_next;
    always@(posedge clk)
    begin
        if(rst) 
        begin
            w_reg <= 0;
        end
        else if(ld_w)
        begin
            w_reg <= w_in;
        end
    end
    always@(posedge clk)
    begin
        if(rst)
        begin
            a_out_reg    <= 0;
            psum_out_reg <= 0;
        end
        else
        begin
            a_out_reg    <= a_out_next;
            psum_out_reg <= psum_out_next;
        end
    end
    always_comb 
    begin
        a_out_next    = a_in;
        psum_out_next= (a_out_reg*w_reg)+psum_in;
    end
    always_comb 
    begin
        a_out    = a_out_reg;
        psum_out = psum_out_reg;
    end
    initial 
    begin
    $dumpfile("dump.vcd");    
    $dumpvars(1, MAC);      
    end
endmodule: MAC
module activation_unit 
#(
    parameter bit_width = 8
)
(
    input  logic [bit_width-1:0] in1,in2,in3,in4, 
    output logic [bit_width-1:0] out1,out2,out3,out4 
);
    always_comb begin
        if (in1<8'h0A) 
        begin
            out1 = 8'h00;
        end 
        else 
        begin
            out1 = in1; 
        end
        if (in2<8'h0A) 
        begin
            out2 = 8'h00;
        end 
        else 
        begin
            out2 = in2; 
        end
        if (in3<8'h0A) 
        begin
            out3 = 8'h00;
        end 
        else 
        begin
            out3 = in3; 
        end
        if (in4<8'h0A) 
        begin
            out4 = 8'h00;
        end 
        else 
        begin
            out4 = in4; 
        end
    end
    initial 
    begin
    $dumpfile("dump.vcd");    
    $dumpvars(1, activation_unit);      
    end
endmodule
module decoder_2x4 
(
    input  logic [1:0] in, 
    input  logic       en,    
    output logic [3:0] out 
);
    always_comb begin
        if (en) begin
            case (in)
                2'b00: out = 4'b0001; 
                2'b01: out = 4'b0010;
                2'b10: out = 4'b0100;
                2'b11: out = 4'b1000; 
                default: out = 4'b0000; 
            endcase
        end else begin
            out = 4'b0000; 
        end
    end
    initial 
    begin
    $dumpfile("dump.vcd");    
    $dumpvars(1, decoder_2x4);      
    end
endmodule : decoder_2x4
module quantizer_unit 
#(
    parameter bit_width = 8
)
(
    input  logic [(bit_width*3)-1:0] in1,in2,in3,in4, 
    output logic [bit_width-1:0] out1,out2,out3,out4 
);
    always_comb begin
        if (in1<24'hFF) 
        begin
            out1 = in1;
        end 
        else 
        begin
            out1 = 8'hFF; 
        end
        if (in2<24'hFF) 
        begin
            out2 = in2;
        end 
        else 
        begin
            out2 = 8'hFF; 
        end
        if (in3<24'hFF) 
        begin
            out3 = in3;
        end 
        else 
        begin
            out3 = 8'hFF; 
        end
        if (in4<24'hFF) 
        begin
            out4 = in4;
        end 
        else 
        begin
            out4 = 8'hFF; 
        end
    end
    initial 
    begin
    $dumpfile("dump.vcd");    
    $dumpvars(1, quantizer_unit);      
    end
endmodule
module s_array_4x4 
#(
    parameter bit_width = 8
)(
    input logic clk,
    input logic rst,
    input logic [1:0]ld_w_id,
    input logic ld_w_en,
    input   logic  [bit_width-1:0]        a_in_1,a_in_2,a_in_3,a_in_4,
    input   logic  [bit_width-1:0]        w_in_1,w_in_2,w_in_3,w_in_4,
    input   logic  [(bit_width*3)-1:0]    psum_in_1,psum_in_2,psum_in_3,psum_in_4,
    output  logic  [(bit_width*3)-1:0]    psum_out_1,psum_out_2,psum_out_3,psum_out_4
);
    logic [bit_width-1:0]       a_out_1x1    ,a_out_2x1    ,a_out_3x1     ,a_out_4x1;
    logic [(bit_width*3)-1:0]   psum_out_1x1 ,psum_out_2x1 ,psum_out_3x1;
    logic [bit_width-1:0]       a_out_1x2    ,a_out_2x2    ,a_out_3x2     ,a_out_4x2;
    logic [(bit_width*3)-1:0]   psum_out_1x2 ,psum_out_2x2 ,psum_out_3x2;
    logic [bit_width-1:0]       a_out_1x3    ,a_out_2x3    ,a_out_3x3     ,a_out_4x3;
    logic [(bit_width*3)-1:0]   psum_out_1x3 ,psum_out_2x3 ,psum_out_3x3;
    logic [(bit_width*3)-1:0]   psum_out_1x4 ,psum_out_2x4 ,psum_out_3x4;
    logic [3:0] ld_w_decoded;
    decoder_2x4 decoder_unit (.en(ld_w_en),.in(ld_w_id[1:0]),.out(ld_w_decoded));  
    MAC unit_1x1 (.clk(clk),    .rst(rst),  .ld_w(ld_w_decoded[0]), .a_in(a_in_1),  .w_in(w_in_1),  .psum_in(psum_in_1),    .a_out(a_out_1x1),   .psum_out(psum_out_1x1));
    MAC unit_2x1 (.clk(clk),    .rst(rst),  .ld_w(ld_w_decoded[1]), .a_in(a_in_2),  .w_in(w_in_1),  .psum_in(psum_out_1x1), .a_out(a_out_2x1),   .psum_out(psum_out_2x1));
    MAC unit_3x1 (.clk(clk),    .rst(rst),  .ld_w(ld_w_decoded[2]), .a_in(a_in_3),  .w_in(w_in_1),  .psum_in(psum_out_2x1), .a_out(a_out_3x1),   .psum_out(psum_out_3x1));
    MAC unit_4x1 (.clk(clk),    .rst(rst),  .ld_w(ld_w_decoded[3]), .a_in(a_in_4),  .w_in(w_in_1),  .psum_in(psum_out_3x1), .a_out(a_out_4x1),   .psum_out(psum_out_1));
    MAC unit_1x2 (.clk(clk),    .rst(rst),  .ld_w(ld_w_decoded[0]), .a_in(a_out_1x1),  .w_in(w_in_2),  .psum_in(psum_in_2),    .a_out(a_out_1x2),   .psum_out(psum_out_1x2));
    MAC unit_2x2 (.clk(clk),    .rst(rst),  .ld_w(ld_w_decoded[1]), .a_in(a_out_2x1),  .w_in(w_in_2),  .psum_in(psum_out_1x2), .a_out(a_out_2x2),   .psum_out(psum_out_2x2));
    MAC unit_3x2 (.clk(clk),    .rst(rst),  .ld_w(ld_w_decoded[2]), .a_in(a_out_3x1),  .w_in(w_in_2),  .psum_in(psum_out_2x2), .a_out(a_out_3x2),   .psum_out(psum_out_3x2));
    MAC unit_4x2 (.clk(clk),    .rst(rst),  .ld_w(ld_w_decoded[3]), .a_in(a_out_4x1),  .w_in(w_in_2),  .psum_in(psum_out_3x2), .a_out(a_out_4x2),   .psum_out(psum_out_2));
    MAC unit_1x3 (.clk(clk),    .rst(rst),  .ld_w(ld_w_decoded[0]), .a_in(a_out_1x2),  .w_in(w_in_3),  .psum_in(psum_in_3),    .a_out(a_out_1x3),   .psum_out(psum_out_1x3));
    MAC unit_2x3 (.clk(clk),    .rst(rst),  .ld_w(ld_w_decoded[1]), .a_in(a_out_2x2),  .w_in(w_in_3),  .psum_in(psum_out_1x3), .a_out(a_out_2x3),   .psum_out(psum_out_2x3));
    MAC unit_3x3 (.clk(clk),    .rst(rst),  .ld_w(ld_w_decoded[2]), .a_in(a_out_3x2),  .w_in(w_in_3),  .psum_in(psum_out_2x3), .a_out(a_out_3x3),   .psum_out(psum_out_3x3));
    MAC unit_4x3 (.clk(clk),    .rst(rst),  .ld_w(ld_w_decoded[3]), .a_in(a_out_4x2),  .w_in(w_in_3),  .psum_in(psum_out_3x3), .a_out(a_out_4x3),   .psum_out(psum_out_3));
    MAC unit_1x4 (.clk(clk),    .rst(rst),  .ld_w(ld_w_decoded[0]), .a_in(a_out_1x3),  .w_in(w_in_4),  .psum_in(psum_in_4),    .a_out(),   .psum_out(psum_out_1x4));
    MAC unit_2x4 (.clk(clk),    .rst(rst),  .ld_w(ld_w_decoded[1]), .a_in(a_out_2x3),  .w_in(w_in_4),  .psum_in(psum_out_1x4), .a_out(),   .psum_out(psum_out_2x4));
    MAC unit_3x4 (.clk(clk),    .rst(rst),  .ld_w(ld_w_decoded[2]), .a_in(a_out_3x3),  .w_in(w_in_4),  .psum_in(psum_out_2x4), .a_out(),   .psum_out(psum_out_3x4));
    MAC unit_4x4 (.clk(clk),    .rst(rst),  .ld_w(ld_w_decoded[3]), .a_in(a_out_4x3),  .w_in(w_in_4),  .psum_in(psum_out_3x4), .a_out(),   .psum_out(psum_out_4));
    initial 
    begin
    $dumpfile("dump.vcd");    
    $dumpvars(1, s_array_4x4);      
    end
endmodule: s_array_4x4
module toy_TPU#(
    parameter bit_width = 8
)(
    input logic clk,
    input logic rst,
    input logic [1:0]ld_w_id,
    input logic ld_w_en,
    input   logic  [bit_width-1:0]        a_in_1,a_in_2,a_in_3,a_in_4,
    input   logic  [bit_width-1:0]        w_in_1,w_in_2,w_in_3,w_in_4,
    input   logic  [(bit_width*3)-1:0]    psum_in_1,psum_in_2,psum_in_3,psum_in_4,
    output  logic  [bit_width-1:0]    out_1,out_2,out_3,out_4
);
logic   [(bit_width*3)-1:0] psum_out_1,psum_out_2,psum_out_3,psum_out_4;
logic   [bit_width-1:0]     q_out_1,q_out_2,q_out_3,q_out_4;
s_array_4x4 #(.bit_width(bit_width)) array (
    .clk(clk),
    .rst(rst),
    .ld_w_id(ld_w_id),
    .ld_w_en(ld_w_en),
    .a_in_1(a_in_1),.a_in_2(a_in_2),.a_in_3(a_in_3),.a_in_4(a_in_4),
    .w_in_1(w_in_1),.w_in_2(w_in_2),.w_in_3(w_in_3),.w_in_4(w_in_4),
    .psum_in_1(psum_in_1),.psum_in_2(psum_in_2),.psum_in_3(psum_in_3),.psum_in_4(psum_in_4),
    .psum_out_1(psum_out_1),.psum_out_2(psum_out_2),.psum_out_3(psum_out_3),.psum_out_4(psum_out_4)
    );
quantizer_unit #(.bit_width(bit_width)) q_unit (
    .in1(psum_out_1),.in2(psum_out_2),.in3(psum_out_3),.in4(psum_out_4), 
    .out1(q_out_1),.out2(q_out_2),.out3(q_out_3),.out4(q_out_4) 
    );   
activation_unit #(.bit_width(bit_width)) a_unit (
    .in1(q_out_1),.in2(q_out_2),.in3(q_out_3),.in4(q_out_4), 
    .out1(out_1),.out2(out_2),.out3(out_3),.out4(out_4) 
    ); 
initial 
begin
$dumpfile("dump.vcd");    
$dumpvars(1, toy_TPU);      
end
endmodule
$ cat /design/flow/run.sh
#!/bin/bash
# OpenROAD 26Q1-2900-gdf79404cd8, Yosys 0.63+post, stock flow scripts
make -C /OpenROAD-flow-scripts/flow DESIGN_CONFIG=/design/flow/config.mk WORK_HOME=/design/flow/orfs finish
==> impl_metrics.yaml <==
# yosys + openroad results
place:
  postPlaceCellArea_sq_um: 69740
  finalWeightedCongestion: 0.9023
  port_buffers: 196
  place_inst: 10272
  dp.final_hpwl_um: 127900
clocking:
  clock.latency.late_pin_ps: 680
  clkSinkCount: 640
  cts_made_buffers: 77
  clock_tree_from_tritoncts: "done"
  cts_max_level: 3
  post-cts-setup-buffer-count: 0
  cts.path.max_buffers: 3
  post_cts_resize_count: 0
  post_cts_hold_buffer_count: 0
  cts_root_buf: "sky130_fd_sc_hd__clkbuf_16"
  clk_pin_slew_worst_paths_ps: 60
routing:
  dr_total_vias: 48885
  firstDrtPassIters: 5
  via_per_inst: 4.696
  detail_route.wl_per_cell_um: 15.05
  drt_iter0_drc: 2188
  totalWireLength_um: 156700
  ant_nets_after_route: 0
  drcViolationCount: 0
power:
  cellPowerDensity_nw_per_um2: 55.32
  p_total_w: 0.004000
  power.static_leakage_nw: 35.76
  vdd_drop_max_uv: 76.20
floorplan:
  die-height_um: 465.8
  floorplanUtilization_pct: 30.31
  ioPinCount: 197
  fp.dieW_um: 465.8
  fp.coreArea_sq_um: 212900
  row_count: 169
  die_area_sq_um: 217000
final_timing:
  slew_headroom_pct: 46.82
  finalHoldViolations: 0
  setup-violations-final: 0
  finalCriticalPeriod_ps: 6708
  post-route-period-util_pct: 40.66
  finalSetupTns_ps: 0
  worst_slew_pin_slew_ps: 797.7
  slew_viol_final: 0
  clock.fmax_mhz: 149.1
  grt_setup_unrepaired: "no"
  fin_skew_ps: 20.72
synthesis:
  netlist-cell-type-count: 85
  ys_area_sq_um: 64530
  post_synth_inst_count: 7355
  synth.yosys.seq_area_share_pct: 19.85
  edf_count: 0
  synth_warnings: 18
  yosysTopAreaCellShare_pct: 19.85
  mappedNetlistArea_sq_um: 64530
  avgSynthCellArea_sq_um: 8.774
  synth_flops: 640
  synthDominantAreaCellType: "sky130_fd_sc_hd__dfxtp_1"
  number_of_cells_in_yosys_stat: 7355
  synthArstFlopShare_pct: 0
  synth.top_cells.by_area: "sky130_fd_sc_hd__dfxtp_1 20%, sky130_fd_sc_hd__fa_1 18%, sky130_fd_sc_hd__ha_1 17%"
  postSynth.topFlopCell: "sky130_fd_sc_hd__dfxtp_1"
setup_path:
  critPathLaunch: "rst"
  worstSetupEndpointType: "flop"
  worst_setup_path_start_kind: "input port"
  crit_path_max_fanout: 135
  crit_arrival_ps: 7240
  crit_type: "input port to flop"
  reg2reg_from: "array.unit_3x1.a_out_reg[0]"
  cp.required_ps: 17030
  worst-r2r-setup-slack_ps: 10370
  crit_end: "array.unit_4x4.psum_out_reg[17]"
  reg2regPathDepth: 24
  r2r-end: "array.unit_3x1.psum_out_reg[19]"
global_route:
  antenna_violations_before_repair: 13
  grt_use_total_pct: 15.24
  grt_max_degree: 136
  grt.overflow.total: 0
  vias_in_the_first_global_route: 48683
  grt_first_pass_wirelength_um: 258200
finish:
  post-route-cell-area_sq_um: 72310
  final_layout_size_suffix_gt1_share_pct: 2.861
  area_growth_pct: 12.05
  n_fill_cell: 21355
  final_cells: 10410
min_path:
  hold_path.class: "flop to flop"
status:
  outcome: "complete, no violations"
run:
  number_of_warning_messages_in_the_logs: 59
  max_cap_viol_count: 0
routing by layer:
| metal | vias to the layer above | global-route usage (%) | share of wire, % |
|---|---|---|---|
| met2 | 942 | 24.30 | 46 |
| met1 | 23133 | 20.80 | 44 |
| met5 | - | 0.4392 | 0.11 |
| met4 | 8 | 3.445 | 2.6 |
| met3 | 190 | 4.284 | 6.7 |
| li1 | 24612 | - | - |
cell usage in the layout (no fill, tap or decap), types with 70 or more instances in the layout:
master and instances:
sky130_fd_sc_hd__a21o_1 169, sky130_fd_sc_hd__a21oi_1 473, sky130_fd_sc_hd__and2_1 878, sky130_fd_sc_hd__clkbuf_16 78
sky130_fd_sc_hd__clkdlybuf4s50_1 195, sky130_fd_sc_hd__dfxtp_1 640, sky130_fd_sc_hd__fa_1 592, sky130_fd_sc_hd__ha_1 864
sky130_fd_sc_hd__inv_1 902, sky130_fd_sc_hd__nand2_1 587, sky130_fd_sc_hd__nand3_1 94, sky130_fd_sc_hd__nor2_1 416
sky130_fd_sc_hd__nor2b_1 200, sky130_fd_sc_hd__nor3_1 86, sky130_fd_sc_hd__o21ai_0 197, sky130_fd_sc_hd__o21bai_1 70
sky130_fd_sc_hd__xnor2_1 263, sky130_fd_sc_hd__xor2_1 176
synth_stat cells, types with 31 or more instances:
| cell type | instances |
|---|---|
| sky130_fd_sc_hd__a211oi_1 | 61 |
| sky130_fd_sc_hd__nand2_1 | 587 |
| sky130_fd_sc_hd__o21a_1 | 43 |
| sky130_fd_sc_hd__xnor2_1 | 263 |
| sky130_fd_sc_hd__o211ai_1 | 31 |
| sky130_fd_sc_hd__clkbuf_1 | 109 |
| sky130_fd_sc_hd__nor2_1 | 418 |
| sky130_fd_sc_hd__and3_1 | 69 |
| sky130_fd_sc_hd__dfxtp_1 | 640 |
| sky130_fd_sc_hd__fa_1 | 592 |
| sky130_fd_sc_hd__ha_1 | 864 |
| sky130_fd_sc_hd__xor2_1 | 176 |
| sky130_fd_sc_hd__or2_2 | 32 |
| sky130_fd_sc_hd__o21bai_1 | 70 |
| sky130_fd_sc_hd__a21oi_1 | 473 |
| sky130_fd_sc_hd__nand3_1 | 95 |
| sky130_fd_sc_hd__a31oi_1 | 35 |
| sky130_fd_sc_hd__a21o_1 | 169 |
| sky130_fd_sc_hd__nor2b_1 | 200 |
| sky130_fd_sc_hd__inv_1 | 902 |
| sky130_fd_sc_hd__or3_1 | 40 |
| sky130_fd_sc_hd__nor3_1 | 86 |
| sky130_fd_sc_hd__and2_1 | 878 |
| sky130_fd_sc_hd__o21ai_0 | 197 |
cells by family after synthesis:
family	Yosys count	share of synthesized area, %
flops	640	19.85
simple gates	2556	20.79
fa+ha+maj	1456	35.12
xor+xnor	439	5.958
mux	6	0.1105
compound gates	1239	12.23
buf+inv	1019	5.939
cell type report:
cell class	instances	area (sq um)	area share (%)
multi-input combinational	5696	47910	66.26
sequential	640	12810	17.72
tap	2821	3530	4.881
inverter	903	3390	4.687
clock buffer	98	2117	2.928
timing repair buffer	212	2100	2.904
clock inverter	37	441.7	0.6108
antenna	3	7.507	0.01038
power by group:
| part | leakage [nW] | switching (W) | total, W | internal [W] |
|---|---|---|---|---|
| Sequential | 5.24 | 0.0000834 | 0.00170 | 0.00162 |
| Combinational | 29.3 | 0.000302 | 0.000554 | 0.000252 |
| Clock | 1.25 | 0.000709 | 0.00174 | 0.00103 |
through the flow:
| step | worst slack, ps | hold WS, ps | util, % |
|---|---|---|---|
| finish | 9792 | 485.4 | 33.96 |
| global route | 9355 | 510.1 | 33.96 |
| CTS | 9756 | 492.5 | 33.96 |
| detailed placement | 8997 | 476.2 | 32.75 |
| global placement | 8999 | 476.9 | 32.75 |
| floorplan | 10900 | 438.9 | - |
how the worst min path moves through the flow:
stage / from / depth (start not counted) / slack, ps / endpoint
finish: array.unit_1x4.psum_out_reg[18] / 2 / 490 / array.unit_2x4.psum_out_reg[18]
global route: array.unit_2x1.psum_out_reg[23] / 2 / 510 / array.unit_3x1.psum_out_reg[23]
CTS: array.unit_1x4.psum_out_reg[18] / 2 / 490 / array.unit_2x4.psum_out_reg[18]
critical path, cell delays in order:
cell                       delay [ps]
sky130_fd_sc_hd__buf_8            370
sky130_fd_sc_hd__buf_12           510
sky130_fd_sc_hd__buf_4            690
sky130_fd_sc_hd__buf_4            530
sky130_fd_sc_hd__buf_4            560
sky130_fd_sc_hd__buf_4            570
sky130_fd_sc_hd__nor4b_1          120
sky130_fd_sc_hd__nor3_1           260
sky130_fd_sc_hd__o311ai_0         160
Power is estimated from default activity; no workload was simulated.
